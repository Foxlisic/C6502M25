--- /design/flow/design.v ---
module c6502
(
    input               clock,
    input               ce,
    input               reset_n,
    output      [15:0]  address,
    input       [ 7:0]  in,
    output reg  [ 7:0]  out,
    output reg          rd,
    output reg          we
);
assign address = cp ? ab : pc;
localparam
    LDC = 0,
    ZP  = 1,    ZPX = 2,    ZPY = 3,
    ABS = 4,    ABX = 5,    ABY = 6,    ABZ = 7,
    IX  = 8,    IX2 = 9,    IX3 = 10,
    IY  = 11,   IY2 = 12,   IY3 = 13,
    RUN = 14,   BRA = 15,
    JP1 = 16,   JP2 = 17,
    JND = 18,   TRM = 19,   POP = 20,   JSR = 21,
    RTS = 22;
localparam
    ORA = 0,    AND = 1,    EOR = 2,    ADC = 3,
    STA = 4,    LDA = 5,    CMP = 6,    SBC = 7,
    ASL = 8,    ROL = 9,    LSR = 10,   ROR = 11,
    BIT = 13,   DEC = 14,   INC = 15;
localparam
    DST_A = 0,  DST_X = 1,  DST_Y = 2,  DST_S = 3,
    SRC_D = 0,  SRC_X = 1,  SRC_Y = 2,  SRC_A = 3;
reg [ 7:0]  a, x, y, s, p;
reg         cp;
reg [ 4:0]  t;           
reg [ 2:0]  m;           
reg [15:0]  ab, pc;
reg [ 7:0]  op, w;       
reg [ 3:0]  alu;         
reg [ 1:0]  dst, src;
wire [8:0] zpx = in + x;
wire [8:0] zpy = in + y;
wire [3:0] bra = {p[1], p[0], p[6], p[7]};  
wire [7:0] sn  = s + 1;
always @(posedge clock)
if (reset_n == 1'b0) begin
    p  <= 8'b01100001;
    t  <= 1'b0;
    cp <= 1'b0;
    pc <= 16'h0000;
    a  <= 8'h80;
    x  <= 8'hFE;
    y  <= 8'hDA;
    s  <= 8'h00;
end
else if (ce) begin
    rd  <= 1'b0;
    we  <= 1'b0;
    case (t)
    LDC: begin
        pc  <= pc + 1;
        m   <= 0;
        op  <= in;
        dst <= DST_A;
        src <= SRC_D;
        casex (in)
        8'b010_011_00: t <= JP1;  
        8'b011_011_00: t <= JND;  
        8'b001_000_00: t <= JSR;  
        8'b011_000_00: t <= RTS;  
        8'bxxx_000_x1: t <= IX;
        8'bxxx_010_x1,
        8'b1xx_000_x0: t <= RUN;  
        8'bxxx_100_x1: t <= IY;
        8'bxxx_110_x1: t <= ABY;
        8'bxxx_001_xx: t <= ZP;
        8'bxxx_011_xx,
        8'b001_000_00: t <= ABS;
        8'b10x_101_1x: t <= ZPY;
        8'bxxx_101_xx: t <= ZPX;
        8'b10x_111_1x: t <= ABY;
        8'bxxx_111_xx: t <= ABX;
        8'bxxx_100_00: t <= BRA;
        default:       t <= RUN;
        endcase
        casex (in)
        8'bxxx_xxx_01: begin alu <= in[7:5]; end
        8'b100_xx1_x0: begin alu <= STA; end
        8'b101_xx1_x0,
        8'b101_000_x0,
        8'b101_010_00,
        8'b10x_010_10,
        8'b100_110_00: begin alu <= LDA; end
        8'b11x_000_00,
        8'b11x_xx1_00: begin alu <= CMP; end
        8'b001_0x1_00: begin alu <= BIT; end
        8'b110_xx1_10,
        8'b100_010_00,
        8'b110_010_10: begin alu <= DEC; end
        8'b111_xx1_10,
        8'b11x_010_00: begin alu <= INC; end
        8'b00x_110_00: begin p[0] <= in[5]; t <= LDC; end  
        8'b01x_110_00: begin p[2] <= in[5]; t <= LDC; end  
        8'b101_110_00: begin p[6] <= 1'b0;  t <= LDC; end  
        8'b11x_110_00: begin p[3] <= in[5]; t <= LDC; end  
        8'b0xx_010_10: begin alu <= {1'b1, in[7:5]}; src <= SRC_A; end
        8'b0xx_xx1_10: begin alu <= {1'b1, in[7:5]}; end
        8'b111_010_10: begin t <= LDC; end
        8'b100_110_10: begin t <= LDC; s <= x; end
        8'b101_110_10: begin x <= s; p[7] <= s[7]; p[1] <= s == 0; t <= LDC; end
        8'b0x0_010_00: begin
            t   <= TRM;
            we  <= 1;
            cp  <= 1;
            out <= in[6] ? a : (p | 8'h30);
            ab  <= {8'h01, s};
            s   <= s - 1;
        end
        8'b0x1_010_00: begin t <= POP; cp <= 1; ab <= {8'h01, sn}; s <= sn; end
        8'b011_000_00: begin cp <= 1; ab <= {8'h01, sn}; end
        endcase
        casex (in)
        8'h86, 8'hA6, 8'hB6, 8'h96, 8'h8E, 8'hAE,
        8'hBE, 8'hA2, 8'hCA, 8'hE8, 8'h9A,
        8'hE0, 8'b111_xx1_00:
            dst <= DST_X;
        8'hA0, 8'h84, 8'hA4, 8'h88, 8'hC8,
        8'h8C, 8'hAC, 8'h94, 8'hB4, 8'hBC,
        8'hC0, 8'b110_xx1_00:
            dst <= DST_Y;
        endcase
        case (in)
        8'hE8, 8'hCA, 8'h8A: src <= SRC_X;  
        8'h88, 8'hC8, 8'h98: src <= SRC_Y;  
        8'hA8, 8'hAA: src <= SRC_A;  
        endcase
    end
    ZP:  begin t <= RUN; ab <= in;       cp <= 1; rd <= 1; pc <= pc + 1; end
    ZPX: begin t <= RUN; ab <= zpx[7:0]; cp <= 1; rd <= 1; pc <= pc + 1; end
    ZPY: begin t <= RUN; ab <= zpy[7:0]; cp <= 1; rd <= 1; pc <= pc + 1; end
    ABS: begin t <= ABZ; pc <= pc + 1; ab <= in; end
    ABX: begin t <= ABZ; pc <= pc + 1; ab <= zpx; end
    ABY: begin t <= ABZ; pc <= pc + 1; ab <= zpy; end
    ABZ: begin t <= RUN; pc <= pc + 1; ab[15:8] <= ab[15:8] + in; cp <= 1; rd <= 1; end
    IX:  begin t <= IX2; pc <= pc + 1; cp <= 1; ab <= zpx[7:0]; end
    IY:  begin t <= IY2; pc <= pc + 1; cp <= 1; ab <= in; end
    IX2,
    IY2: begin t <= IX3; w  <= in; ab[7:0] <= ab[7:0] + 1; end
    IX3: begin t <= RUN; rd <= 1; ab <= {in, w}; end
    IY3: begin t <= RUN; rd <= 1; ab <= {in, w} + y; end
    BRA: begin t <= LDC; pc <= pc + 1 + ((bra[op[7:6]] == op[5]) ? {{8{in[7]}}, in[7:0]} : 0); end
    JP1: begin t <= JP2; pc <= pc + 1; w <= in; end
    JP2: begin t <= LDC; pc <= {in, w}; end
    JND: case (m)
        0: begin m <= 1;   ab[ 7:0] <= in; pc <= pc + 1; end
        1: begin m <= 2;   ab[15:8] <= in; pc <= pc + 1; cp <= 1; end
        2: begin m <= 3;   pc[ 7:0] <= in; ab[7:0] <= ab[7:0] + 1; end
        3: begin t <= LDC; pc[15:8] <= in; cp <= 0; end
    endcase
    POP: begin t <= LDC; cp <= 0; if (op[6]) a <= in; else p <= in; end
    JSR: case (m)
        0: begin m <= 1; w  <= in; pc <= pc + 1; end
        1: begin m <= 2; we <= 1; out <= pc[15:8]; ab      <= {8'h01, s};  pc[15:8] <= in; cp <= 1;end
        2: begin m <= 3; we <= 1; out <= pc[ 7:0]; ab[7:0] <= ab[7:0] - 1; pc[7:0]  <= w;  end
        3: begin t <= LDC; cp <= 0; s <= s - 2; end
    endcase
    RTS: case (m)
        0: begin m <= 1;   pc[7:0] <= in; ab[7:0] <= ab[7:0] + 1; end
        1: begin t <= LDC; pc <= {in, pc[7:0]} + 1; s <= s + 2; end
    endcase
    RUN: begin
        cp <= 0;
        t  <= LDC;
        casex (op) 8'bxxx_010_x1, 8'b1xx_000_x0: pc <= pc + 1; endcase
        casex (op)
            8'b100_xxx_01,
            8'b100_xx1_x0: begin t <= TRM; out <= R; we <= 1'b1; cp <= 1'b1; end
            8'bxxx_xxx_01,
            8'b0xx_010_10,
            8'b100_010_10,
            8'b100_110_00: begin a <= R; p <= F; end
            8'b101_xx1_00,
            8'b101_000_00,
            8'b1x0_010_00,
            8'b101_010_00: begin y <= R; p <= F; end
            8'b101_xx1_10,
            8'b101_000_10,
            8'b111_010_00,
            8'b110_010_10,
            8'b101_010_10: begin x <= R; p <= F; end
            8'b0xx_xx1_10,
            8'b11x_xx1_10: begin t <= TRM; out <= R; we <= 1'b1; cp <= 1'b1; p <= F; end
            8'b110_xxx_01,
            8'b11x_000_00,
            8'b11x_xx1_00,
            8'b001_0x1_00: begin p <= F; end
        endcase
    end
    TRM: begin cp <= 0; t <= LDC; end
    endcase
end
wire [7:0] op1 =
    dst == DST_A ? a :
    dst == DST_X ? x :
    dst == DST_Y ? y : s;
wire [7:0] op2 =
    src == SRC_A ? a :
    src == SRC_X ? x :
    src == SRC_Y ? y : in;
wire [8:0] R =
    alu == ORA ? op1 | op2 :
    alu == AND ? op1 & op2 :
    alu == EOR ? op1 ^ op2 :
    alu == ADC ? op1 + op2 + cin :
    alu == STA ? op1 :
    alu == LDA ? op2 :
    alu == CMP ? op1 - op2 :
    alu == SBC ? op1 - op2 - !cin :
    alu == ASL ? {op2[6:0], 1'b0} :
    alu == ROL ? {op2[6:0], cin} :
    alu == LSR ? {1'b0, op2[7:1]} :
    alu == ROR ? {cin, op2[7:1]} :
    alu == BIT ? op1 & op2 :
    alu == DEC ? op2 - 1 :
    alu == INC ? op2 + 1 : 0;
wire sign  =  R[7];         
wire zero  = ~|R[7:0];      
wire oadc  = (op1[7] ^ op2[7] ^ 1'b1) & (op1[7] ^ R[7]);
wire osbc  = (op1[7] ^ op2[7] ^ 1'b0) & (op2[7] ^ R[7]);
wire cin   =  p[0];
wire carry =  R[8];
wire [7:0] F =
    alu == ADC ? {sign, oadc, p[5:2], zero,  carry} :
    alu == CMP ? {sign,       p[6:2], zero, ~carry} :
    alu == SBC ? {sign, osbc, p[5:2], zero, ~carry} :
    alu == ASL || alu == ROL ? {sign, p[6:2], zero, op2[7]} :
    alu == LSR || alu == ROR ? {sign, p[6:2], zero, op2[0]} :
    alu == BIT ? {op2[7:6], p[5:2], zero, p[0]} :
                 {sign,     p[6:2], zero, p[0]};
endmodule
--- /design/flow/run.sh ---
#!/bin/bash
# OpenROAD 26Q1-2900-gdf79404cd8, Yosys 0.63+post, stock flow scripts
make -C /OpenROAD-flow-scripts/flow DESIGN_CONFIG=/design/flow/config.mk WORK_HOME=/design/flow/orfs finish
--- /design/flow/config.mk ---
export PLATFORM = sky130hd
export DESIGN_NAME = c6502
export DESIGN_NICKNAME = c6502
export VERILOG_FILES = /design/flow/design.v
export SDC_FILE = /design/flow/constraint.sdc
export NUM_CORES = 4
export LEC_CHECK = 1
export CORE_UTILIZATION = 40
--- /design/flow/constraint.sdc ---
current_design c6502

set clk_period 10.7
set clk_io_pct 0.2

create_clock -name clk0 -period $clk_period [get_ports {clock}]

set non_clock_inputs [all_inputs -no_clocks]
set_input_delay [expr $clk_period * $clk_io_pct] -clock clk0 $non_clock_inputs
set_output_delay [expr $clk_period * $clk_io_pct] -clock clk0 [all_outputs]
==> metrics.yaml <==
status:
  outcome: "finished clean"
worst_setup_path:
  worstSetupPathType: "in -> reg"
  critPathLaunchType: "input pin"
  end_kind: "flip-flop"
  cp_max_fo: 32
  crit_arrival_ns: 6.73
  crit_required_ns: 11.07
clock_tree:
  clk_pin_slew_ns: 0.06
  cts_resized: 0
  numCtsBuffers: 17
  root_buffer: "clkbuf_16"
  insertion_delay_ns: 0.44
  cts.path.max_buffers: 2
  cts_hold_buf: 0
  cts_tree: "yes"
  post-cts-setup-buffer-count: 0
  htreeDepth: 4
  clock_sinks: 133
placement:
  place_congestion: 1.03
  pre_cts_ws_ns: 3.99
  port_buffers: 36
  dp_hpwl_um: 37000
power_and_ir_drop:
  total_leakage_power_uw: 0.00556
  ir_drop_uv: 113
  power_density_nw_per_um2: 127
floorplanning:
  die_h_um: 184
  die-area_um2: 33900
  initial_core_util_pct: 40.7
  die_x_um: 184
  core_um2: 32600
  boundaryPins: 37
  row_count: 66
synthesis:
  async_flop_share_pct: 0
  ys_sh_mux_pct: 4.93
  synth_cell_type_count: 94
  synth_seq_share_pct: 23.5
  flop_cell: "dfxtp_1"
  numSynthFlops: 133
  syn_area_um2: 13300
  syn_avg_cell_area_um2: 7.74
  xor_area_share_pct: 6.40
  yosys_cells: 1717
  synthAdderAreaFrac_pct: 8.46
  ys_area_um2: 13300
  ys_warn_count: 1
  aoi_share_pct: 29.3
  simple_gate_share_pct: 21.8
  top_logic_kind: "AND-OR/OR-AND gates"
  synth_cells: 1717
  edf_count: 46
layout:
  nFillCells: 3163
  area.growth.synth_to_final_pct: 9.92
  drive_above_1_share_pct: 7.46
  largestRegisters: "t x22, ab x16, pc x16"
  largest_register: "t"
  largest_reg_flops: 22
route:
  ant_nets: 0
  drt-wirelength-per-cell_um: 23.4
  drtPass1Iterations: 7
  via_per_inst: 6.29
  dr.first_iter.drc_count: 1545
  antenna_cells: 0
  routed_wl_um: 50300
  route.detailed.drc: 0
  vias: 13500
final_timing:
  hold_viol_final: 0
  min_period_ns: 6.36
  rsz0062_at_grt: "no"
  maxSlewViolCount: 0
  finalSetupTns_ns: 0
  maxSlewHeadroom_pct: 35.5
  setup_ws_ns: 4.34
  fmax_mhz: 157
  finalClockPeriodUsage_pct: 59.4
  setup_violations: 0
  final.setup_skew_ns: 0.0103
  worst_pin_slew_ns: 0.960
global_route:
  grt_max_degree: 52
  grt_pass1_vias: 12800
  grt_antenna_before_repair: 1
  grt_pass1_wl_um: 77500
  grt-ovfl-total: 0
  grt_usage_pct: 31.0
worst_hold_path:
  hold_class: "reg -> reg"
run:
  maxCapViolCount: 0
  tool_warnings: 46
[where the power goes]
group / internal [µW] / total [µW] / switching [µW]
registers: 550 / 604 / 53.5
logic: 255 / 640 / 385
clock network: 383 / 613 / 230
total: 1190 / 1860 / 669
[logic make-up (layout without fill, tap and decap cells)]
kind of cell / Yosys count / after routing
AOI/OAI and AO/OA: 557 / 557
xor gates and xnor gates: 97 / 97
adders and majority gates: 85 / 85
buffers and inverters: 191 / 177
DFF: 133 / 133
muxes: 59 / 59
and+or+nand+nor: 595 / 595
[final timing paths]
kind         startpoint      to  slack (ns)  cells past startpoint
max               in[0]    p[1]        4.34                     18
min               t[18]   t[18]        0.47                      2
max reg2reg      dst[0]  out[6]        5.60                     13
min reg2reg       t[18]   t[18]        0.47                      2
[cells in the final DEF, fill, tap and decap left out, types with 26 or more instances in the layout]
master           synthesis  layout
a21oi_1                114     114
buf_4                    0      38
clkdlybuf4s50_1          0      32
dfxtp_1                 87      87
edfxtp_1                46      46
ha_1                    77      77
inv_1                   62      62
mux2i_1                 32      32
nand2_1                188     188
nand2b_1                32      32
nand3_1                 58      58
nor2_1                 122     122
nor2b_1                 26      26
nor3_1                  43      43
o211ai_1                36      36
o21ai_0                110     110
xnor2_1                 64      64
xor2_1                  33      33
[cell type report]
class | count | area, µm² | share of cell area [%]
Sequential cell | 133 | 3120 | 21.4
Inverter | 71 | 269 | 1.84
Tap cell | 442 | 553 | 3.79
Clock buffer | 25 | 518 | 3.55
Timing Repair Buffer | 74 | 626 | 4.29
Clock inverter | 7 | 90.1 | 0.617
Multi-Input combinational cell | 1393 | 9420 | 64.5
[cells in the mapped netlist, types with 43 or more instances]
master	count	area (µm²)
nor2_1	122	458
inv_1	62	233
a21oi_1	114	571
edfxtp_1	46	1380
clkbuf_1	91	342
nor3_1	43	215
nand2_1	188	706
dfxtp_1	87	1740
o21ai_0	110	551
xnor2_1	64	561
nand3_1	58	290
ha_1	77	963
[routing by layer]
layer	part of all wire [%]	vias up	global-route usage (%)
met1	42	6413	41.6
met2	47	576	50.4
met3	6.2	129	4.61
li1	-	6376	-
met5	0	-	0
met4	5.2	0	13.8
[through the flow]
step	total power [µW]	hold slack [ns]	std cells	util, %	instance area (µm²)
final	1860	0.468	2145	44.8	14600
after global routing	1950	0.503	2145	44.8	14600
after CTS	1850	0.470	2145	44.8	14600
after detailed placement	1240	0.455	2113	42.9	14000
after global placement	1240	0.441	2113	42.9	14000
after floorplan	1040	0.418	1717	-	13300
[worst max-delay path, stage by stage]
cell and delay, ns:
clkdlybuf4s50_1 0.45, buf_4 0.36, mux2i_1 0.17, o211ai_1 0.29, o21ai_1 0.11, buf_4 0.18, inv_2 0.11, ha_1 0.24
fa_1 0.46, ha_1 0.30, nand3_1 0.07, a32oi_1 0.21, o21ai_1 0.09, a221oi_1 0.25, a2bb2oi_1 0.71, nand4_1 0.18
nor4_1 0.21, a22o_1 0.17
Power and IR drop assume default switching activity.
